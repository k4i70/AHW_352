===== flow/run.sh =====
#!/bin/bash
# OpenROAD 26Q1-2900-gdf79404cd8, Yosys 0.63+post, stock flow scripts
make -C /OpenROAD-flow-scripts/flow DESIGN_CONFIG=/design/flow/config.mk WORK_HOME=/design/flow/orfs finish

===== flow/design.v =====
module bcd7seg(
  input 	[3:0] num,		 
  output	[6:0] seg		 
);
  segAdec iA(.D(num),.segA(seg[0]));
  segBdec iB(.D(num),.segB(seg[1]));
  segCdec iC(.D(num),.segC(seg[2]));
  segDdec iD(.D(num),.segD(seg[3]));
  segEdec iE(.D(num),.segE(seg[4]));
  segFdec iF(.D(num),.segF(seg[5]));
  segGdec iG(.D(num),.segG(seg[6]));
endmodule  
module segAdec
(
	input [3:0] D,
	output reg segA
);
always @ (*) begin
	case (D)
	4'h1, 4'h4 : segA = 1'b1; 
	4'h0, 4'h2, 4'h3, 4'h5, 4'h6, 4'h7, 4'h8, 4'h9 : segA = 1'b0; 
	default : segA = 1'bx; 
	endcase
end
endmodule
module segBdec
(
	input [3:0] D,
	output segB
);
  logic n1;
  xor iXOR1(n1,D[0],D[1]);
  and iAND1(segB,n1,D[2]);
endmodule
module segCdec
(
	input [3:0] D,
	output segC
);
reg [0:15] truth_table = 16'b0010_0000_00xx_xxxx;
assign segC = truth_table[D];
endmodule
module segDdec
(
	input [3:0] D,
	output segD
);
reg [0:15] truth_table = 16'b0100_1001_01xx_xxxx;
assign segD = truth_table[D];
endmodule
module segEdec
(
	input [3:0] D,
	output segE
);
  logic n1,not1;
  not iINV1(not1,D[1]);
  and iAND1(n1,D[2],not1);
  or iOR1(segE,n1,D[0]);
endmodule
module segFdec
(
	input [3:0] D,
	output segF
);
reg [0:15] truth_table = 16'b0111_0001_00xx_xxxx;
assign segF = truth_table[D];
endmodule
module segGdec
(
	input [3:0] D,
	output segG
);
reg [0:15] truth_table = 16'b1100_0001_00xx_xxxx;
assign segG = truth_table[D];
endmodule

===== flow/config.mk =====
export PLATFORM = sky130hd
export DESIGN_NAME = bcd7seg
export DESIGN_NICKNAME = bcd7seg
export VERILOG_FILES = /design/flow/design.v
export SDC_FILE = /design/flow/constraint.sdc
export NUM_CORES = 4
export LEC_CHECK = 1
export CORE_AREA = 10 10 70 70
export DIE_AREA = 0 0 80 80

===== flow/constraint.sdc =====
current_design bcd7seg

set clk_period 1.0
set clk_io_pct 0.2

create_clock -name clk0 -period $clk_period

set non_clock_inputs [all_inputs -no_clocks]
set_input_delay [expr $clk_period * $clk_io_pct] -clock clk0 $non_clock_inputs
set_output_delay [expr $clk_period * $clk_io_pct] -clock clk0 [all_outputs]

==> metrics.yaml <==
status:
  result_of_the_run: "complete, but fails checks"
  failed_checks: "negative setup slack"
drt:
  drtAntennaViolNets: 0
  drt_iter0_markers: 2
  route.detailed.vias_per_inst: 2.45
  antennaDiodeCount: 0
  firstDrtPassIters: 2
  vias: 213
  drc: 0
  detail_route.wl_per_cell_um: 8.01
  drt-total-wl_um: 697
placement:
  placed_cells: 85
  hpwlAfterDp_um: 544
  place_congestion: 0.767
  port_buffers: 11
die:
  rows: 21
  die_width_um: 80
  initial_utilization_pct: 6.92
  die.size.y_um: 80
  design.core.area_um2: 3420
  io_pins: 11
  die_area_um2: 6400
layout:
  flop-count: 0
  seq_area_um2: 0
  syn2layout_area_growth_pct: 103
  final_util_pct: 14.1
  num-clock-buffers: 0
  fin_cells: 87
  post_route_cells_drive_above_1_share_pct: 80.5
  fillers: 392
setup_path:
  setup.worst_path.end_class: "output pin"
  critical_path.max_stage_delay_ns: 0.17
  cp.arrival_ns: 0.96
  critical_path.cell_chain: "buf_8 > buf_6 > ha_4 > mux2i_1 > o22ai_1 > buf_2"
  crit_type: "input port to output pin"
  crit_path_start: "num[0]"
  cp_max_fo: 4
  path_buffers: 3
  element_type_at_the_critical_path_start: "input port"
  critical_path_required_ns: 0.80
  cp_top_family: "buffers and inverters"
  critPathSlowestCell: "mux2i_1"
final_timing:
  period_needed_ns: 1.16
  worst_slack_ns: -0.161
  count_of_final_setup_violators: 7
  final_min_period_over_clock_period_pct: 116
  transition_time_at_the_pin_with_the_least_slew_margin_ns: 0.171
  rsz0062_at_grt: "yes"
  timing.final.hold_violations: 0
  fmax_ghz: 0.862
  worst_relative_slew_slack_pct: 88.2
  report.final.slew_viol_count: 0
logic_synthesis:
  synth_chip_area_um2: 236
  netlist.top_cell.by_area: "ha_1"
  syn-mean-instance-area_um2: 8.15
  synth_top_area_share_pct: 31.7
  area_leaders: "ha_1 32%, buf_4 22%, mux2i_1 8.5%"
  synth_cell_types: 15
  synthXorXnorAreaFrac_pct: 0
  synth_stat.cells: 29
  synthesis.area_um2: 236
  synth_cells: 29
  simple_gate_area_share_pct: 17.5
  yosysMostFrequentCell: "buf_4"
  synth_mux_share_pct: 8.47
  ys_seq_share_pct: 0
  post_synth_ao_oa_area_fraction_pct: 12.2
  top_cells_by_count: "7 x buf_4, 6 x ha_1, 2 x inv_1, 2 x mux2i_1, 2 x or2_1"
  synth.logic.top_family: "adder cells"
  yosys.area_share.adder_pct: 31.7
  warning_count_from_the_yosys_run: 5
global_route:
  antenna_violations_before_repair: 0
  overflow: 0
  grt_pass1_vias: 228
  grt_max_degree: 7
  wire_length_of_the_first_global_routing_pass_mm: 1.14
  grt.total_usage_pct: 2.17
job:
  drv_cap: 0
  warnings: 39
hold_path:
  holdCritStartpoint: "num[2]"
  class_of_the_most_critical_hold_timing_path: "input port to output pin"
pwr:
  p_per_area_nw_per_um2: 309
  p_leak_nw: 0.204
  vdd_drop_max_uv: 47.1
## power by group
| part | switching (mW) | internal, mW |
|---|---|---|
| Sequential | 0 | 0 |
| Clock | 0 | 0 |
| Combinational | 0.0595 | 0.0888 |
## worst paths after layout
| check | endpoint | slack [ns] | cells after the start |
|---|---|---|---|
| setup / recovery | seg[3] | -0.16 | 6 |
| hold / removal | seg[2] | 0.73 | 3 |
## metal layers
layer	wire length (um)	track usage, %	up-vias	share of wire [%]
met5	0	0	-	0
met4	0	0	0	0
met3	0	0	0	0
met2	453	5.06	0	65
met1	243	2.04	102	35
li1	-	-	111	-
## worst min-delay path: cells and delay by family
kind          cells  cell delay [ns]
simple gates      1             0.06
buf+inv           2             0.27
## layout make-up
type	count	area [um2]	share of cell area, %
tap	46	57.6	12.0
inverter	2	15.0	3.12
multi-input combinational	19	236	49.2
timing repair buffer	20	171	35.7
## layout by cell type (no fill, tap or decap)
cell	count
and2_4	1
ha_4	4
inv_4	1
buf_6	6
a21o_2	1
a21oi_2	2
ha_1	1
inv_6	1
mux2i_1	2
or2_1	2
nor2_1	1
clkdlybuf4s15_2	1
buf_2	8
ha_2	1
nand2_2	1
nor3b_4	1
nand2b_1	1
buf_8	2
o22ai_1	1
buf_4	3
## cells by family (layout without fill, tap and decap cells)
logic type | Yosys count | after routing
buf+inv | 10 | 22
mux | 2 | 2
compound gates | 4 | 4
fa+ha+maj | 6 | 6
simple gates | 7 | 7
## metrics by stage
stage               power [mW]  TNS, ns  hold WS (ns)  area (um2)  worst slack, ns
finish                   0.148   -0.675         0.729         480           -0.161
global route             0.167    -1.02         0.763         480           -0.234
CTS                      0.142   -0.725         0.728         462           -0.147
detailed placement       0.123    -6.62          1.46         398            -1.00
global placement         0.121    -6.59          1.45         398           -0.996
floorplan               0.0632        0         0.517         241         0.000204
## timing repair
| action | in CTS | in global routing |
|---|---|---|
| buffers inserted | 1 | 1 |
| pin swaps | 8 | 9 |
| resized | 58 | 3 |
| hold buffers | 0 | 0 |
| setup endpoints to repair | 7 | 7 |
No activity file was given, so power comes from the tool's default toggle rates.
